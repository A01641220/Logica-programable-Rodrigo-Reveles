[flow/design.v]
module VGADemo(
	input MAX10_CLK1_50,
	output reg [2:0] pixel,
	output hsync_out,
	output vsync_out
);
wire inDisplayArea;
wire [9:0] CounterX;
wire [9:0] CounterY;
reg pixel_tick = 0;
always @(posedge MAX10_CLK1_50)
	pixel_tick <= ~pixel_tick;
hvsync_generator hvsync(
	.clk(MAX10_CLK1_50),
	.pixel_tick(pixel_tick),
	.vga_h_sync(hsync_out),
	.vga_v_sync(vsync_out),
	.CounterX(CounterX),
	.CounterY(CounterY),
	.inDisplayArea(inDisplayArea)
);
always @(posedge MAX10_CLK1_50)
begin
	if(inDisplayArea) begin
		if(CounterX[6] ^ CounterY[6])
			pixel <= 3'b111;
		else
			pixel <= 3'b000;
		end
	else begin
		pixel <= 3'b000;
	end
end
endmodule
module hvsync_generator(
	input clk,
	input pixel_tick,
	output vga_h_sync,
	output vga_v_sync,
	output reg inDisplayArea,
	output reg [9:0] CounterX=0,
	output reg [9:0] CounterY=0
);
reg vga_HS = 0;
reg vga_VS = 0;
wire CounterXmaxed = (CounterX == 799);
wire CounterYmaxed = (CounterY == 524);
always @(posedge clk)
begin
	if(pixel_tick) begin
		if(CounterXmaxed)
			CounterX <= 0;
		else
			CounterX <= CounterX + 1;
	end
end
always @(posedge clk)
begin
	if (pixel_tick && CounterXmaxed) begin
		if(CounterYmaxed)
			CounterY <= 0;
		else
			CounterY <= CounterY + 1;
	end
end
always @(posedge clk)
begin
	if(pixel_tick)
		vga_HS <= (CounterX >= (640 + 16) && CounterX < (640 + 16 + 96));
end
always @(posedge clk)
begin
	if(pixel_tick)
		vga_VS <= (CounterY >= (480 + 10) && CounterY < (480 + 10 + 2));
end
always @(posedge clk)
begin
	inDisplayArea <= (CounterX < 640) && (CounterY < 480);
end
assign vga_h_sync = ~vga_HS;
assign vga_v_sync = ~vga_VS;
endmodule
[flow/run.sh]
#!/bin/bash
# OpenROAD 26Q1-2900-gdf79404cd8, Yosys 0.63+post, stock flow scripts
make -C /OpenROAD-flow-scripts/flow DESIGN_CONFIG=/design/flow/config.mk WORK_HOME=/design/flow/orfs finish
[flow/config.mk]
export PLATFORM = sky130hd
export DESIGN_NAME = VGADemo
export DESIGN_NICKNAME = VGADemo
export VERILOG_FILES = /design/flow/design.v
export SDC_FILE = /design/flow/constraint.sdc
export NUM_CORES = 4
export LEC_CHECK = 1
export CORE_AREA = 10 10 103 103
export DIE_AREA = 0 0 113 113
[flow/constraint.sdc]
current_design VGADemo

set clk_period 2.4
set clk_io_pct 0.2

create_clock -name clk0 -period $clk_period [get_ports {MAX10_CLK1_50}]

set non_clock_inputs [all_inputs -no_clocks]
set_input_delay [expr $clk_period * $clk_io_pct] -clock clk0 $non_clock_inputs
set_output_delay [expr $clk_period * $clk_io_pct] -clock clk0 [all_outputs]
==> impl_metrics.yaml <==
# synthesis and place-and-route metrics
status:
  outcome: "finished, final reports clean"
floorplanning:
  ioPinCount: 6
  core-area_sq_mm: 0.00830
  chip_area_sq_mm: 0.0128
  fp_util_pct: 15.4
  num_rows: 33
  chipHeight_um: 113
  die_w_um: 113
clock_tree:
  post-cts-setup-buffers: 0
  clkTransAtPathRegs_ns: 0.08
  cts_hold_buf: 0
  cts.repair.resized: 0
  root_buffer: "clkbuf_8"
  clkSinkCount: 25
  tritoncts: "done"
  worstSkewPairLatency_ns: 0.26
  h-tree-depth: 1
  clockBufferDepth: 2
  cts_buffers: 3
global_routing:
  grt_pass1_wl_um: 3310
  grtUsageMet1_pct: 4.26
  grt_max_degree: 15
  grt.total_usage_pct: 2.98
  grt_use_met3_pct: 1.39
  grt_use_met2_pct: 4.19
  grt_antenna_before_repair: 0
  first_global_vias: 686
  overflow: 0
  busiest_layer: "met1"
min_path:
  worstHoldStart: "hvsync.inDisplayArea$_DFF_P_"
  hp-class: "reg -> reg"
yosys:
  avgSynthCellArea_sq_um: 11.2
  synth.distinct_cells: 32
  synth_flops: 25
  topCellsByArea: "edfxtp_1 (52%), xor2_1 (6.2%), dfxtp_1 (4.7%), ha_1 (3.9%), nor2_1 (3.2%)"
  aoi_share_pct: 4.69
  yosysTopAreaCell: "edfxtp_1"
  synth_adder_area_share_pct: 3.91
  xor_area_share_pct: 8.90
  synth_area_sq_mm: 0.00128
  edf_count: 22
  top_area_share_pct: 51.6
  synthCells: 114
  synth_warnings: 2
  synth-main-ff-cell: "edfxtp_1"
  synthMuxAreaShare_pct: 0
  simple_gate_area_share_pct: 22.0
  yosysCellCount: 114
  ys_seq_share_pct: 56.3
  synthTopLogicFamily: "simple AND/OR/NAND/NOR gates"
  synth_chip_area_sq_mm: 0.00128
  synth-async-reset-ratio_pct: 0
power_and_ir_drop:
  ir_drop_uv: 153
  leakage_nw: 0.578
  powerDensity_mw_per_mm2: 471
drt:
  wirelength_um: 1980
  diodes: 0
  vias_per_cell: 3.54
  wl_per_cell_um: 8.85
  drtIter0Drc: 78
  dr.pass1.iters: 4
  routed-via-count: 793
  antenna_left: 0
  drc: 0
cells_and_area:
  lay_top_cells: "edfxtp_1 (22), nor2_1 (11), nand2_1 (9), xor2_1 (9)"
  syn_to_final_growth_pct: 16.2
  layout-drive-gt1-share_pct: 6.72
  instances_no_fill: 224
  final_common_cell: "edfxtp_1"
worst_setup_path:
  endpoint_kind: "flip-flop"
  path_class: "reg -> reg"
  crit_fanout: 10
  rr_startpoint: "hvsync.CounterX[0]$_SDFFCE_PN0P_"
  worstPathArrival_ns: 1.97
  required_ns: 2.32
  critPathLaunchType: "flip-flop"
  cp-startpoint: "hvsync.CounterX[0]$_SDFFCE_PN0P_"
place:
  place_congestion: 0.779
  numPortBuffers: 5
  pre_cts_slack_ns: 0.332
  hpwl_um: 1430
  dpl.cell_count: 220
run:
  warnings: 28
  maxCapViolations: 0
final_timing:
  finalMaxSlewViolations: 0
  finalSetupViolations: 0
  tightest_slew_ns: 0.431
  finalWorstSetupSlack_ns: 0.351
  rsz0062_at_grt: "no"
  setup_tns_ns: 0
  min_period_ns: 2.05
  slew_headroom_pct: 71.3
  fmax_mhz: 488
  finalHoldViolCount: 0
  fin_skew_ns: 0.00177
  period_used_pct: 85.4
synthesized netlist by cell type, drive strengths merged (2+ instances only):
cell	n
dfxtp	3
nand3	7
clkbuf	2
xnor2	4
nor2	11
nor2b	2
a21oi	3
o21ai	3
nand4	2
or4	2
nand2	9
and3	4
xor2	9
ha	4
nor3	4
inv	7
and2	2
o31ai	2
buf	3
edfxtp	22
sequential cells by signal, summed over array words and instances, names as in the netlist:
name and count:
hvsync.CounterX 10, hvsync.CounterY 10, hvsync.inDisplayArea 1, hvsync.vga_HS 1, hvsync.vga_VS 1, pixel 1, pixel_tick 1
routing by layer:
layer / vias up / part of all wire (%) / wire, um
met5: - / 0 / 0
met4: 0 / 0.91 / 18
met3: 2 / 7.0 / 138
met2: 13 / 39 / 772
met1: 364 / 53 / 1050
li1: 414 / - / -
layout make-up:
class,count,area [sq um]
clock buffers,3,41.3
clock inverters,1,5.00
fillers,895,6810
inverters,7,26.3
multi-input cells,77,505
flip-flops and latches,25,721
well taps,105,131
repair buffers,6,57.6
critical path, stage by stage, from the launching register on:
cell and delay [ns]:
edfxtp_1 0.41, ha_1 0.22, and4_1 0.24, nor3b_2 0.38, and2_1 0.46
cells by family after synthesis:
| kind of cell | after synthesis |
|---|---|
| compound gates | 10 |
| buf+inv | 12 |
| fa+ha+maj | 4 |
| simple gates | 50 |
| xor+xnor | 13 |
| flops | 25 |
final timing paths:
check,end,depth (start not counted),slack (ns)
setup reg to reg,hvsync.CounterY[0]$_SDFFCE_PN0P_,4,0.35
setup / recovery,hvsync.CounterY[0]$_SDFFCE_PN0P_,4,0.35
hold / removal,pixel[1]$_SDFF_PN0_,1,0.43
hold reg to reg,pixel[1]$_SDFF_PN0_,1,0.43
power by group:
group / leakage, nW / switching (mW) / internal (mW)
clock network: 0.0255 / 0.120 / 0.116
logic: 0.273 / 0 / 0
registers: 0.280 / 0 / 0.465
total: 0.578 / 0.120 / 0.581
stage by stage:
| step | hold slack, ns | total power, mW | utilization (%) | instance area, sq um |
|---|---|---|---|---|
| 2_1_floorplan | 0.406 | 0.475 | - | 1280 |
| 3_3_place_gp | 0.416 | 0.475 | 17.4 | 1440 |
| 3_5_place_dp | 0.420 | 0.475 | 17.4 | 1440 |
| 4_1_cts | 0.441 | 0.715 | 17.9 | 1490 |
| 5_1_grt | 0.456 | 0.730 | 17.9 | 1490 |
| 6_report | 0.433 | 0.701 | 17.9 | 1490 |
Power and IR drop assume default switching activity.
