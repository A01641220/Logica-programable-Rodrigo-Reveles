File: flow/config.mk
export PLATFORM = sky130hd
export DESIGN_NAME = UART
export DESIGN_NICKNAME = UART
export VERILOG_FILES = /design/flow/design.v
export SDC_FILE = /design/flow/constraint.sdc
export NUM_CORES = 4
export LEC_CHECK = 1
export CORE_UTILIZATION = 30
File: flow/constraint.sdc
current_design UART

set clk_period 4.6
set clk_io_pct 0.2

create_clock -name clk0 -period $clk_period [get_ports {clk}]

set non_clock_inputs [all_inputs -no_clocks]
set_input_delay [expr $clk_period * $clk_io_pct] -clock clk0 $non_clock_inputs
set_output_delay [expr $clk_period * $clk_io_pct] -clock clk0 [all_outputs]
File: flow/design.v
module UART #(parameter BAUD_RATE = 9600, parameter CLOCK_FREQ = 50000000,BITS = 8)(
	input wire clk,
   input wire rst,
   input wire [BITS-1:0] data_in,
   input wire start,
   input wire rx_in,
	output [7:0] data_out,
	output wire busy,
	output wire data_ready,
	output wire tx_out
);
UART_Tx #(.BAUD_RATE(9600), .CLOCK_FREQ(50000000), .BITS(8)) UART_TX (
    .clk(clk),
    .rst(rst),
    .data_in(data_in),
    .start(start),
    .tx_out(tx_out),
    .busy(busy)
);
UART_Rx #(.BAUD_RATE(9600), .CLOCK_FREQ(50000000), .BITS(8)) UART_RX (
    .clk(clk),
    .rst(rst),
    .rx_in(rx_in),
    .data_out(data_out),
    .data_ready(data_ready)
);
endmodule
module UART_Rx #(parameter BAUD_RATE = 9600, parameter CLOCK_FREQ = 50000000, BITS = 8)(
    input wire clk,
    input wire rst,
    input wire rx_in,
    output reg [BITS-1:0] data_out,
    output reg data_ready
);
localparam IDLE = 2'b00, START_BIT = 2'b01, DATA_BITS = 2'b10, STOP_BIT = 2'b11;
reg [1:0] state;
reg [3:0] bit_index;
reg [15:0] baud_counter;
reg [BITS-1:0] data_buffer;
always@(*)
begin
case (state)
            IDLE: begin
            end
            START_BIT: begin
            end
            DATA_BITS: begin
            end
            STOP_BIT: begin
				end
        endcase
end
always @(posedge clk or posedge rst) begin
    if (rst) begin
        state <= IDLE;
        data_out <= 0;
        data_ready <= 0;
        bit_index <= 0;
        baud_counter <= 0;
    end else begin
        case (state)
            IDLE: begin
                data_ready <= 0;
                if (!rx_in) begin  
                    state <= START_BIT;
                    baud_counter <= 0;
                end
            end
            START_BIT: begin
                if (baud_counter == (((CLOCK_FREQ/BAUD_RATE)-1)/2)) begin
						  if (!rx_in) begin
						   baud_counter <= 0;
                        state <= DATA_BITS;
                        bit_index <= 0;
                    end else begin
                        state <= IDLE;
                    end
                end
					 else begin
					  baud_counter <= baud_counter + 1;
                 state <= START_BIT;
                end
            end
            DATA_BITS: begin
                if (baud_counter < (CLOCK_FREQ / BAUD_RATE )-1) begin
                    baud_counter <= baud_counter + 1;
                end else begin
                    data_buffer[bit_index] <= rx_in;  
                    baud_counter <= 0;
                    if (bit_index < BITS - 1) begin
                        bit_index <= bit_index + 1;
                    end else begin
                        state <= STOP_BIT;
                    end
                end
            end
            STOP_BIT: begin
                if (baud_counter < ((CLOCK_FREQ / BAUD_RATE) - 1)) begin
                    baud_counter <= baud_counter + 1;
                end else begin
                    baud_counter <= 0;
                    data_out <= data_buffer;  
                    data_ready <= 1;  
                    state <= IDLE;  
                end
            end
        endcase
    end
end
endmodule
module UART_Tx #(parameter BAUD_RATE = 9600, parameter CLOCK_FREQ = 50000000,BITS = 8)(
    input wire clk,
    input wire rst,
    input wire [BITS-1:0] data_in,
    input wire start,
    output reg tx_out,
    output reg busy
);
localparam IDLE = 2'b00, START_BIT = 2'b01, DATA_BITS = 2'b10, STOP_BIT = 2'b11;
reg [1:0] state;
reg [3:0] bit_index;
reg [15:0] baud_counter;    
reg [BITS-1:0] data_buffer;
always @(posedge clk or posedge rst) begin
    if (rst) begin
        state <= IDLE;
        tx_out <= 1'b1;  
        busy <= 0;
        bit_index <= 0;
        baud_counter <= 0;
    end else begin
        case (state)
            IDLE: begin
                tx_out <= 1'b1;  
                busy <= 0;
                if (start) begin
                    data_buffer <= data_in;
                    state <= START_BIT;
                    busy <= 1;
                end
            end
            START_BIT: begin
                tx_out <= 1'b0;  
                if (baud_counter < CLOCK_FREQ / BAUD_RATE - 1) begin
                    baud_counter <= baud_counter + 1;
                end else begin
                    baud_counter <= 0;
                    state <= DATA_BITS;
                    bit_index <= 0;
                end
            end
            DATA_BITS: begin
                tx_out <= data_buffer[bit_index];  
                if (baud_counter < CLOCK_FREQ / BAUD_RATE - 1) begin
                    baud_counter <= baud_counter + 1;
                end else begin
                    baud_counter <= 0;
                    if (bit_index < BITS - 1) begin
                        bit_index <= bit_index + 1;
                    end else begin
                        state <= STOP_BIT;
                    end
                end
            end
            STOP_BIT: begin
                tx_out <= 1'b1;  
                if (baud_counter < CLOCK_FREQ / BAUD_RATE - 1) begin
                    baud_counter <= baud_counter + 1;
                end else begin
                    baud_counter <= 0;
						  busy<=0;  
                    state <= IDLE;  
                end
            end
        endcase
    end
end
endmodule
File: flow/run.sh
#!/bin/bash
# OpenROAD 26Q1-2900-gdf79404cd8, Yosys 0.63+post, stock flow scripts
make -C /OpenROAD-flow-scripts/flow DESIGN_CONFIG=/design/flow/config.mk WORK_HOME=/design/flow/orfs finish
==> run summary <==
impl run done, here's what came out: Synth flops=75, sequential element share of the synthesized area=0.5056, Setup CP Type=in -> reg, die span in x=115.7 um, Via Count=2862, total of max-cap violations=0, Post-synth EDFFs=16, CTS max path bufs=2, setup tns final=0 ps, synthesized instance count=roughly 380, yosys warns=2, DRC errors left=0, worst hold path class=reg -> reg, Peak supply drop=0.1780 mV, Post-synth top flop=dfrtp_1, PortBufs=22, cell taking the most area after synthesis=dfrtp_1, final core utilization=0.3592, Tmin final=2483 ps, Yosys Chip Area=0.003877 sq mm, clk sinks=75, Worst setup SP type=primary input, hold_buf cts=0, DRT Pass-1 Iters=4, leakage power=~1.9 nW, global-route wire length before repair=about 13000 um, Initial Util=0.3073, WP data required=4560 ps, remaining antenna violation count=0, Initial DRC Count=116, OpenROAD warning count=29, vias in the first global route=between 2000 and 3000, Finished Layout Cells=573, hpwl dp=5035 um, CP max FO=8, antenna fix cells=0, TritonCTS Buffers=9, Final Hold Fails=0, Mapped Area=0.003877 sq mm, area post-placement=0.004233 sq mm, top cells, area=dfrtp_1 36%, edfxtp_1 12%, nand2_1 4.6%, Area Growth Syn to Fin=16.91%, Slew Limit Headroom=0.4561, CTS H-Tree Depth=3, ys async rst share=0.7867, Via density=4.995, num rows=41, die height=about 120 um, pin count of the biggest net entering global routing=roughly 46, chip area=0.01338 sq mm, remaining global-route overflow=0, yosys stat cell total=377, status=finished, final reports clean, Tcrit/Tclk final=0.5398, fin. max-slew vios=0, CTS tree=done, number of buffers and inverters on the critical path=1, area share of the largest cell type after synthesis=0.3614, Top Ports=23, clk root buf=clkbuf_16, proportion of layout cells with a drive suffix above 1=0.1122, unrepaired setup endpoints after global routing=false, Final setup viols=0, detailed-route wire length=7329 um, fmax=0.4027 GHz, Post-CTS Resized=0, Core Region=0.01262 sq mm, skew final=6.648 ps, Late-Pin Clk Latency=330 ps, CP top delay family=AND-OR/OR-AND gates, worst-path cell chain=clkdlybuf4s50_1 > or4_1 > a21oi_1, crit path DAT=about 2400 ps, Wirelength per Cell=~13 um, Unique cell types=61, Cells after DPL=557, gr usage total=0.1227, Syn Area/Cell=10.29 sq um, Worst-Margin Slew=815.8 ps, slowest cell delay on critical path=600 ps, Worst Setup End Kind=flip-flop, routability-driven placement congestion ratio=around 0.85, design area=0.004533 sq mm, post-CTS setup buffer count=0, Power Density=319.5 mW/mm^2, CTS clk-pin slew, worst paths=50 ps, slowest CP cell=a21oi_1, initial antenna violation count=0
[routing by layer]
| layer | vias to the layer above | GRT usage | wire length, um |
|---|---|---|---|
| li1 | 1424 | - | - |
| met1 | 1380 | 0.2032 | 3749 |
| met2 | 48 | 0.1729 | 3143 |
| met3 | 10 | 0.02451 | 316 |
| met4 | 0 | 0.02222 | 120 |
| met5 | - | 0 | 0 |
[per-stage QoR]
stage | hold slack, ps | setup slack, ps | power [mW]
final | 508.9 | 2117 | 1.448
after global routing | 532.1 | 1948 | 1.510
after CTS | 516.6 | 2108 | 1.477
after detailed placement | 492.8 | 1764 | 0.7596
after global placement | 487.4 | 1812 | 0.7586
after floorplan | 454.2 | 2229 | 0.7246
[sequential cells by signal, indices dropped and copies added (netlist names)]
register and count:
UART_RX.data_buffer 8, UART_RX.bit_index 4, UART_RX.data_out 8, UART_TX.tx_out 1
UART_TX.bit_index 4, UART_RX.state 4, UART_RX.data_ready 1, UART_RX.baud_counter 16
UART_TX.busy 1, UART_TX.state 4, UART_TX.data_buffer 8, UART_TX.baud_counter 16
[synthesized netlist by cell type (10+ instances only)]
cell type and number:
inv_1 18, nand3_1 15, dfrtp_1 56, mux2_2 10, edfxtp_1 16, a31oi_1 12
nor2_1 29, o21ai_0 21, nand2_1 48, and3_1 12, a21oi_1 17
[final timing paths]
path | from | end | slack (ps) | depth (start not counted)
hold reg to reg | UART_RX.data_out[6] | UART_RX.data_out[6] | 510 | 1
hold / removal | UART_RX.data_out[6] | UART_RX.data_out[6] | 510 | 1
min in group asynchronous | rst | UART_RX.data_ready | 960 | 2
max in group asynchronous | rst | UART_TX.tx_out | 2750 | 3
setup / recovery | rst | UART_RX.data_buffer[6] | 2120 | 3
setup reg to reg | UART_RX.baud_counter[0] | UART_RX.data_buffer[6] | 2150 | 6
[layout by cell type, fill, tap and decap left out, types with 5 or more instances in the layout]
cell type	count
and3_1	12
nand3_1	15
inv_1	17
edfxtp_1	16
dfrtp_1	56
nand2b_1	5
a21oi_1	17
clkdlybuf4s50_1	22
a31oi_1	12
clkbuf_16	9
a22o_1	8
nor2_1	29
nor3_1	5
o21ai_0	21
mux2_2	10
ha_1	8
nand2_1	48
[cells by family after synthesis]
kind of cell | synth area share
adders and majority gates | 0.02582
muxes | 0.04324
AOI/OAI and AO/OA | 0.1720
xor gates and xnor gates | 0.01807
and+or+nand+nor | 0.1914
DFF | 0.5056
buffers and inverters | 0.04388
[power by group]
part	switching [mW]	total, mW	internal [mW]
registers	0.00734	0.695	0.687
logic	0.0210	0.0505	0.0295
clock network	0.279	0.703	0.424
[layout make-up]
cell class | count | area, sq um
clock inverters | 7 | 75.07
fillers | 1267 | 8087
clock buffers | 9 | 225.2
repair buffers | 25 | 242.7
well taps | 172 | 215.2
multi-input cells | 267 | 1747
flip-flops and latches | 75 | 1961
inverters | 18 | 67.56
Power and IR drop assume default switching activity.
