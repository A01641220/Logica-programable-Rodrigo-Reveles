==> ./design.v <==
module BCD4_display #(parameter N_in= 10, N_out=7)(
input[N_in-1:0] bcd_in,
output [N_out-1:0] Dun,Dde,Dce,Dmi
);
reg [3:0] digitos [3:0];
wire[6:0] siete[3:0];
reg [9:0] bcd;
always@(*)
begin
bcd = bcd_in;
digitos[0] = bcd%10;
digitos[1] = (bcd/10)%10;
digitos[2] = (bcd/100)%10;
digitos[3] = (bcd/1000)%10;
end
generate
genvar i;
for(i=0;i<4;i = i+1) begin:display
	BCD_module Modulos(
	.bcd_in(digitos[i]),
	.bcd_out(siete[i])
	);
end
endgenerate
assign Dun = siete[0];
assign Dde = siete[1];
assign Dce = siete[2];
assign Dmi = siete[3];
endmodule
module BCD_module(
 input [3:0] bcd_in,
 output reg [0:6] bcd_out);
 always@(*)
	begin
	case(bcd_in)
	0:bcd_out = 7'b0000001;
	1:bcd_out = 7'b1001111;
	2:bcd_out = 7'b0010010;
	3:bcd_out = 7'b0000110;
	4:bcd_out = 7'b1001100;
	5:bcd_out = 7'b0100100;
	6:bcd_out = 7'b0100000;
	7:bcd_out = 7'b0001111;
	8:bcd_out = 7'b0000000;
	9:bcd_out = 7'b0000100;
	default:bcd_out = 7'b1111111;
	endcase
	end
	endmodule
module bcd_w (
input [9:0] SW,
output [0:6] HEX0,HEX1,HEX2,HEX3);
BCD4_display Decoder(
	.bcd_in(SW),
	.Dun(HEX0),
	.Dde(HEX1),
	.Dce(HEX2),
	.Dmi(HEX3));
	endmodule
==> ./run.sh <==
#!/bin/bash
# OpenROAD 26Q1-2900-gdf79404cd8, Yosys 0.63+post, stock flow scripts
make -C /OpenROAD-flow-scripts/flow DESIGN_CONFIG=/design/flow/config.mk WORK_HOME=/design/flow/orfs finish
==> ./config.mk <==
export PLATFORM = sky130hd
export DESIGN_NAME = bcd_w
export DESIGN_NICKNAME = bcd_w
export VERILOG_FILES = /design/flow/design.v
export SDC_FILE = /design/flow/constraint.sdc
export NUM_CORES = 4
export LEC_CHECK = 1
export CORE_AREA = 10 10 84 84
export DIE_AREA = 0 0 94 94
==> ./constraint.sdc <==
current_design bcd_w

set clk_period 10.8
set clk_io_pct 0.2

create_clock -name clk0 -period $clk_period

set non_clock_inputs [all_inputs -no_clocks]
set_input_delay [expr $clk_period * $clk_io_pct] -clock clk0 $non_clock_inputs
set_output_delay [expr $clk_period * $clk_io_pct] -clock clk0 [all_outputs]
==> results.py <==
# Physical implementation metrics
metrics = {
    "synth": {
        "yosysSeqAreaShare": 0,
        "synth-area-yosys_um2": 3470,
        "synth_warnings": 4,
        "yosysCellCount": 517,
        "instance_tally_after_logic_synthesis": 517,
        "synth.distinct_cells": 95,
        "syn_area_per_cell_um2": 6.72,
        "synth.cell_area_um2": 3470,
    },
    "floorplan": {
        "floorplan.rows": 26,
        "chipHeight_um": 94,
        "die.size.x_um": 94,
        "init_core_util": 0.667,
        "io_pins": 38,
    },
    "outcome": {
        "run_status": "did not finish",
        "failed_stage": "global routing (5_1_grt)",
        "run.stop_error": "[ERROR DPL-0036] Detailed placement failed.",
    },
    "placed_design": {
        "hpwlAfterDp_mm": 8.45,
        "detailed_place.area_um2": 4490,
        "gp_congestion": 1.05,
        "buffers_on_ports": 35,
        "dp.cells": 695,
    },
    "timing": {
        "worst-endpoint-pin-kind": "primary output",
        "postGrtWorstEndpoint": "HEX1[6]",
    },
    "clock_network": {
        "holdBufCountCts": 0,
    },
    "global_route": {
        "grt_start_max_net_pins": 22,
    },
}
## logic make-up after synthesis
group | share of synthesized area
other | 0.00216
adder cells (fa/ha/maj) | 0.104
AND-OR/OR-AND | 0.414
AND/OR/NAND/NOR | 0.311
multiplexers | 0.0378
XOR/XNOR | 0.0378
buffers and inverters | 0.0937
## cells in the mapped netlist (9+ instances only)
cell type,n,area share
sky130_fd_sc_hd__a31oi_1,10,0.018
sky130_fd_sc_hd__inv_1,32,0.035
sky130_fd_sc_hd__clkbuf_1,11,0.012
sky130_fd_sc_hd__nand2_1,42,0.045
sky130_fd_sc_hd__ha_1,28,0.10
sky130_fd_sc_hd__mux2i_1,9,0.026
sky130_fd_sc_hd__o21ai_0,39,0.056
sky130_fd_sc_hd__a21oi_1,41,0.059
sky130_fd_sc_hd__nor3_1,22,0.032
sky130_fd_sc_hd__nand3_1,12,0.017
sky130_fd_sc_hd__nand4_1,11,0.020
sky130_fd_sc_hd__nor2_1,46,0.050
sky130_fd_sc_hd__xnor2_1,11,0.028
## through the flow
| stage | util | power, uW | hold slack (ns) | setup slack (ns) |
|---|---|---|---|---|
| 4_1_cts | 0.909 | 750 | 5.51 | 0.0300 |
| 3_5_place_dp | 0.863 | 709 | 5.51 | -0.280 |
| 3_3_place_gp | 0.863 | 695 | 5.49 | -0.144 |
| 2_1_floorplan | - | 392 | 4.46 | 0.0206 |
## what timing repair did
item / 4_1_cts
setup endpoints to repair: 7
pin swaps: 21
resized: 27
gates cloned: 0
setup buffers: 15
Power and IR drop assume default switching activity.
